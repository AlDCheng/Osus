### /design/flow/config.mk
export PLATFORM = sky130hd
export DESIGN_NAME = labkit
export DESIGN_NICKNAME = labkit
export VERILOG_FILES = /design/flow/design.v
export SDC_FILE = /design/flow/constraint.sdc
export NUM_CORES = 4
export LEC_CHECK = 1
export CORE_UTILIZATION = 40
### /design/flow/constraint.sdc
current_design labkit

set clk_period 2.0
set clk_io_pct 0.2

create_clock -name clk0 -period $clk_period [get_ports {CLK100MHZ}]

set non_clock_inputs [all_inputs -no_clocks]
set_input_delay [expr $clk_period * $clk_io_pct] -clock clk0 $non_clock_inputs
set_output_delay [expr $clk_period * $clk_io_pct] -clock clk0 [all_outputs]
### /design/flow/design.v
`timescale 1ns / 1ps
module display_8hex(
    input clk,                  
    input [31:0] data,          
    output reg [6:0] seg,       
    output reg [7:0] strobe     
    );
    localparam bits = 13;
    reg [bits:0] counter = 0;   
    wire [6:0] segments[15:0];  
    assign segments[0]  = 7'b100_0000;
    assign segments[1]  = 7'b111_1001;
    assign segments[2]  = 7'b010_0100;
    assign segments[3]  = 7'b011_0000;
    assign segments[4]  = 7'b001_1001;
    assign segments[5]  = 7'b001_0010;
    assign segments[6]  = 7'b000_0010;
    assign segments[7]  = 7'b111_1000;
    assign segments[8]  = 7'b000_0000;
    assign segments[9]  = 7'b001_1000;
    assign segments[10] = 7'b000_1000;
    assign segments[11] = 7'b000_0011;
    assign segments[12] = 7'b010_0111;
    assign segments[13] = 7'b010_0001;
    assign segments[14] = 7'b000_0110;
    assign segments[15] = 7'b000_1110;
    always @(posedge clk) begin
      counter <= counter + 1;
      case (counter[bits:bits-2])
          3'b000: begin
                  seg <= segments[data[31:28]];
                  strobe <= 8'b0111_1111 ;
                 end
          3'b001: begin
                  seg <= segments[data[27:24]];
                  strobe <= 8'b1011_1111 ;
                 end
          3'b010: begin
                   seg <= segments[data[23:20]];
                   strobe <= 8'b1101_1111 ;
                  end
          3'b011: begin
                  seg <= segments[data[19:16]];
                  strobe <= 8'b1110_1111;        
                 end
          3'b100: begin
                  seg <= segments[data[15:12]];
                  strobe <= 8'b1111_0111;
                 end
          3'b101: begin
                  seg <= segments[data[11:8]];
                  strobe <= 8'b1111_1011;
                 end
          3'b110: begin
                   seg <= segments[data[7:4]];
                   strobe <= 8'b1111_1101;
                  end
          3'b111: begin
                  seg <= segments[data[3:0]];
                  strobe <= 8'b1111_1110;
                 end
       endcase
      end
endmodule
`timescale 1ns / 1ps
module labkit(
   input CLK100MHZ,
   input[15:0] SW, 
   input BTNC, BTNU, BTNL, BTNR, BTND,
   output[3:0] VGA_R, 
   output[3:0] VGA_B, 
   output[3:0] VGA_G,
   output[7:0] JA, 
   output VGA_HS, 
   output VGA_VS, 
   output LED16_B, LED16_G, LED16_R,
   output LED17_B, LED17_G, LED17_R,
   output[15:0] LED,
   output[7:0] SEG,   
   output[7:0] AN     
   );
    wire clock_25mhz;
    clock_quarter_divider clockgen(.clk100_mhz(CLK100MHZ), .clock_25mhz(clock_25mhz));
    wire [31:0] data;
    wire [6:0] segments;
    display_8hex display(.clk(clock_25mhz),.data(data), .seg(segments), .strobe(AN));    
    assign SEG[6:0] = segments;
    assign SEG[7] = 1'b1;
    assign LED = SW;     
    assign JA[7:0] = 8'b0;
    assign data = {28'h0123456, SW[3:0]};    
    assign LED16_R = BTNL;                   
    assign LED16_G = BTNC;                   
    assign LED16_B = BTNR;                   
    assign LED17_R = BTNL;
    assign LED17_G = BTNC;
    assign LED17_B = BTNR; 
    wire [9:0] hcount;
    wire [9:0] vcount;
    wire hsync, vsync, at_display_area;
    vga vga1(.vga_clock(clock_25mhz),.hcount(hcount),.vcount(vcount),
          .hsync(hsync),.vsync(vsync),.at_display_area(at_display_area));
    assign VGA_R = at_display_area ? {4{hcount[7]}} : 0;
    assign VGA_G = at_display_area ? {4{hcount[6]}} : 0;
    assign VGA_B = at_display_area ? {4{hcount[5]}} : 0;
    assign VGA_HS = ~hsync;
    assign VGA_VS = ~vsync;
endmodule
module clock_quarter_divider(input clk100_mhz, output reg clock_25mhz = 0);
    reg counter = 0;
    always @(posedge clk100_mhz) begin
        counter <= counter + 1;
        if (counter == 0) begin
            clock_25mhz <= ~clock_25mhz;
        end
    end
endmodule
module vga(input vga_clock,
            output reg [9:0] hcount = 0,     
            output reg [9:0] vcount = 0,     
            output reg vsync, hsync, 
            output at_display_area);
   reg hblank,vblank;
   wire hsyncon,hsyncoff,hreset,hblankon;
   assign hblankon = (hcount == 639);     
   assign hsyncon = (hcount == 655);      
   assign hsyncoff = (hcount == 751);     
   assign hreset = (hcount == 799);       
   wire vsyncon,vsyncoff,vreset,vblankon;
   assign vblankon = hreset & (vcount == 479);     
   assign vsyncon = hreset & (vcount ==490 );      
   assign vsyncoff = hreset & (vcount == 492);     
   assign vreset = hreset & (vcount == 523);       
   wire next_hblank,next_vblank;
   assign next_hblank = hreset ? 0 : hblankon ? 1 : hblank;
   assign next_vblank = vreset ? 0 : vblankon ? 1 : vblank;
   always @(posedge vga_clock) begin
      hcount <= hreset ? 0 : hcount + 1;
      hblank <= next_hblank;
      hsync <= hsyncon ? 0 : hsyncoff ? 1 : hsync;   
      vcount <= hreset ? (vreset ? 0 : vcount + 1) : vcount;
      vblank <= next_vblank;
      vsync <= vsyncon ? 0 : vsyncoff ? 1 : vsync;   
   end
   assign at_display_area = ((hcount >= 0) && (hcount < 640) && (vcount >= 0) && (vcount < 480));
endmodule
### /design/flow/run.sh
#!/bin/bash
# OpenROAD 26Q1-2900-gdf79404cd8, Yosys 0.63+post, stock flow scripts
make -C /OpenROAD-flow-scripts/flow DESIGN_CONFIG=/design/flow/config.mk WORK_HOME=/design/flow/orfs finish
==> results.json <==
{
  "slowest_delay_ps": 470,
  "globalplace.congestion": 0.816,
  "syn2layout_area_growth_pct": 8.72,
  "clock_skew_ps": 5.77,
  "ir_drop_uv": 356,
  "edf_count": 11,
  "crit_chain": "clkdlybuf4s50_1, clkdlybuf4s50_1",
  "antenna_left": 0,
  "postCtsSetupRepairBufs": 0,
  "drv_slew": 0,
  "cts_resized": 0,
  "coreArea_um2": 6030,
  "fmax_ghz": 0.576,
  "worst_pin_slew_ps": 689,
  "chipHeight_um": 81.9,
  "maxSlewHeadroom": 0.540,
  "cts_hold_buf": 0,
  "whs_path_depth": 1,
  "netlist_area_um2": 2550,
  "cp.arrival_ps": 1340,
  "synth_flops": 53,
  "crit_path_start_kind": "input pin",
  "pre_cts_slack_ps": 256,
  "ys_warn_count": 3,
  "rsz0062_at_grt": "false",
  "cts_tree": "built",
  "rr_startpoint": "clockgen.counter",
  "fp_util": 0.424,
  "grt_overflow": 0,
  "grt.total_usage": 0.114,
  "status": "finished clean",
  "clock_path_buffers": 2,
  "clk_latency_ps": 210,
  "warnings": 29,
  "worstHoldEndpoint": "clockgen.counter",
  "dieArea_um2": 6710,
  "drtIter0Drc": 46,
  "syn_area_per_cell_um2": 9.50,
  "vias_per_cell": 4.57,
  "drive_gt1_frac": 0.0441,
  "avgRoutedWirePerCell_um": 10.4,
  "synth_cells": 269,
  "route.vias.total": 1586,
  "power.leakage_nw": 1.03,
  "grt_max_degree": 52,
  "path_class": "input pin to output port",
  "hp-start": "clockgen.counter",
  "yosysUniqueCellTypes": 40,
  "synth_stat.cells": 269,
  "total_power_mw": 0.264,
  "setup_viol": 0,
  "regToRegSetupSlack_ps": 1370,
  "root_buffer": "clkbuf_8",
  "port_buffers": 37,
  "finalClockPeriodUsage": 0.868,
  "async_flop_share": 0,
  "finalWorstSetupSlack_ps": 264,
  "setup_tns_ps": 0,
  "hpwlAfterDp_um": 2640,
  "crit_path_frequent_cell": "clkdlybuf4s50_1",
  "ys_seq_frac": 0.458,
  "cts_buffers": 3,
  "row_count": 28,
  "unclocked_regs": 51,
  "min_path_type": "flop to flop",
  "worst_path_dominant_cell_family": "buffers and inverters",
  "crit_fanout": 2,
  "required_ps": 1600,
  "slowest_stage": "clkdlybuf4s50_1",
  "drtPass1Iterations": 4,
  "final_common_cell": "dfxtp_1",
  "drc": 0,
  "final.min_clock_period_ps": 1740,
  "synth.area.top_cells": "dfxtp_1, edfxtp_1, buf_4, xnor2_1, xor2_1",
  "mostFrequentLayoutCells": "dfxtp_1, clkdlybuf4s50_1, xnor2_1",
  "grt_pass1_vias": 1371,
  "top_area_frac": 0.329,
  "die_w_um": 81.9,
  "dpl.cell_count": 343,
  "num_io_pins": 82,
  "p_per_area_nw_per_um2": 95.2,
  "whs_ps": 391,
  "cap_violations": 0,
  "instances_no_fill": 347,
  "antenna_found_initial": 0,
  "endpoint_kind": "output port",
  "top_area_cell": "dfxtp_1",
  "grt_pass1_wl_um": 6090,
  "cp_num_buf_inv": 2,
  "ys_area_um2": 2550,
  "finalHoldViolCount": 0,
  "ff_type": "dfxtp_1",
  "untimed_endpoints": 90,
  "rr_endpoint": "clockgen.clock_25mhz",
  "h-tree-depth": 1,
  "reg2reg_depth": 1,
  "finalWirelength_um": 3610,
  "antenna_cells": 0,
  "clk_pin_slew_ps": 30
}
[where the power goes]
part | switching [mW] | internal [mW] | total, mW
Sequential | 0 | 0.0430 | 0.0430
Clock | 0.0312 | 0.135 | 0.166
Combinational | 0.0242 | 0.0309 | 0.0552
Total | 0.0554 | 0.209 | 0.264
[state kept, by name, summed over array words and instances, names as in the netlist]
signal,count
vga1.hsync,1
display.strobe,8
vga1.vsync,1
vga1.hcount,10
display.seg,7
vga1.vcount,10
clockgen.counter,1
display.counter,14
clockgen.clock_25mhz,1
[Yosys cell counts (all sizes together), types with 3 or more instances]
cell / n
buf: 45
xor2: 9
nand2: 16
nor2: 15
o21ai: 14
dfxtp: 42
nor2b: 4
nand3: 14
xnor2: 20
nand4: 7
inv: 16
nor3: 4
clkbuf: 5
edfxtp: 11
nor4b: 3
and3: 7
a21oi: 6
ha: 5
[worst max-delay path by stage]
| stage | from | to | slack, ps | cells past startpoint |
|---|---|---|---|---|
| CTS | SW[0] | LED[0] | 260 | 2 |
| global route | SW[2] | LED[2] | 210 | 2 |
| finish | SW[0] | LED[0] | 260 | 2 |
[per-layer routing]
metal / up-vias / GRT usage / wire [µm]
li1: 861 / - / -
met1: 698 / 0.195 / 1960
met2: 27 / 0.174 / 1540
met3: 0 / 0.00676 / 105
met4: 0 / 0.00351 / 0
met5: - / 0 / 0
[area by class of cell]
type	count	area [µm²]
multi-input cells	157	1000
inverters	16	60.1
repair buffers	42	408
clock buffers	4	45.0
flip-flops and latches	53	1170
well taps	75	93.8
fillers	569	3250
[cells by family (layout without fill, tap and decap cells)]
logic type	Yosys count	in the layout	share of synthesized area
and+or+nand+nor	82	82	0.177
buffers and inverters	66	62	0.161
DFF	53	53	0.458
AOI/OAI and AO/OA	31	31	0.0730
xor gates and xnor gates	29	29	0.0994
adders and majority gates	5	5	0.0245
other	2	9	0.00294
muxes	1	1	0.00441
[through the flow]
step	util	instance area, µm²
3_3_place_gp	0.453	2730
6_report	0.461	2780
5_1_grt	0.461	2780
3_5_place_dp	0.453	2730
2_1_floorplan	-	2580
4_1_cts	0.461	2780
Power and IR drop assume default switching activity.

===== ./config.mk =====
export PLATFORM = sky130hd
export DESIGN_NAME = send_mouse
export DESIGN_NICKNAME = send_mouse
export VERILOG_FILES = /design/flow/design.v
export SDC_FILE = /design/flow/constraint.sdc
export NUM_CORES = 4
export LEC_CHECK = 1
export CORE_UTILIZATION = 50

===== ./constraint.sdc =====
current_design send_mouse

set clk_period 4.9
set clk_io_pct 0.2

create_clock -name clk0 -period $clk_period [get_ports {clock}]

set non_clock_inputs [all_inputs -no_clocks]
set_input_delay [expr $clk_period * $clk_io_pct] -clock clk0 $non_clock_inputs
set_output_delay [expr $clk_period * $clk_io_pct] -clock clk0 [all_outputs]

===== ./design.v =====
module send_mouse( 
    input [15:0] x, y,
    input [7:0] is_press, is_release, is_move,
    input [15:0] top_left_x, top_left_y, bottom_right_x, bottom_right_y,
    input send_enable,
    input reset, clock,
    input touch,
    output [7:0] pmod
    );
    reg tx_enable;
    reg last_touch;
    reg [7:0] data_to_send;
    wire xmit_done;
    wire serial_stream;
    wire xmit_clk;
    reg state;
    parameter WAITING = 0;
    parameter SENDING = 1;
    parameter SPEED = 1;
    reg [3:0] parameter_to_send;
    parameter X1 = 0;
    parameter X2 = 1;
    parameter Y1 = 2;
    parameter Y2 = 3;
    parameter TOP_LEFT_X1 = 4;
    parameter TOP_LEFT_X2 = 5;
    parameter TOP_LEFT_Y1 = 6;
    parameter TOP_LEFT_Y2 = 7;
    parameter BOTTOM_RIGHT_X1 = 8;
    parameter BOTTOM_RIGHT_X2 = 9;
    parameter BOTTOM_RIGHT_Y1 = 10;
    parameter BOTTOM_RIGHT_Y2 = 11;
    parameter IS_PRESS = 12;
    parameter IS_RELEASE = 13;
    parameter IS_MOVE = 14;
    parameter NONE = 15;
    reg debug_tx_enable;
    reg debug_xmit_done;
    reg [2:0] count;
    reg [3:0] send_count;
    reg debug_xmit_clk;
    serial_send sender (.clk(clock), .data(data_to_send), .start_send(tx_enable), .xmit_data(serial_stream), .xmit_clk(xmit_clk), .xmit_done(xmit_done));
    assign pmod[7:1] = 7'b0;
    assign pmod[0] = serial_stream;
    always @(posedge clock) begin
        last_touch <= touch;
        case (state)
            WAITING: begin
                if (send_enable) begin
                    state <= SENDING;
                    parameter_to_send <= X1;
                    data_to_send <= x[7:0];
                    tx_enable <= 1;
                end
                else begin
                    tx_enable <= 0;
                end
            end
            SENDING: begin
                if (xmit_done) begin
                    parameter_to_send <= parameter_to_send + 1;
                    case(parameter_to_send + 1)
                        X1: begin
                            data_to_send <= x[7:0];
                            tx_enable <= 1;
                        end
                        X2: begin
                            data_to_send <= x[15:8];
                            tx_enable <= 1;
                        end
                        Y1: begin
                            data_to_send <= y[7:0];
                            tx_enable <= 1;
                        end
                        Y2: begin
                            data_to_send <= y[15:8];
                            tx_enable <= 1;
                        end
                        TOP_LEFT_X1: begin
                            data_to_send <= top_left_x[7:0];
                            tx_enable <= 1;
                        end
                        TOP_LEFT_X2: begin
                            data_to_send <= top_left_x[15:8];
                            tx_enable <= 1;
                        end
                        TOP_LEFT_Y1: begin
                            data_to_send <= top_left_y[7:0];
                            tx_enable <= 1;
                        end
                        TOP_LEFT_Y2: begin
                            data_to_send <= top_left_y[15:8];
                            tx_enable <= 1;
                        end
                        BOTTOM_RIGHT_X1: begin
                            data_to_send <= bottom_right_x[7:0];
                            tx_enable <= 1;
                        end
                        BOTTOM_RIGHT_X2: begin
                            data_to_send <= bottom_right_x[15:8];
                            tx_enable <= 1;
                        end
                        BOTTOM_RIGHT_Y1: begin
                            data_to_send <= bottom_right_y[7:0];
                            tx_enable <= 1;
                        end
                        BOTTOM_RIGHT_Y2: begin
                            data_to_send <= bottom_right_y[15:8];
                            tx_enable <= 1;
                        end
                        IS_PRESS: begin
                            data_to_send <= is_press;
                            tx_enable <= 1;
                        end
                        IS_RELEASE: begin
                            data_to_send <= is_release;
                            tx_enable <= 1;
                        end
                        IS_MOVE: begin
                            data_to_send <= is_move;
                            tx_enable <= 1;
                        end
                        NONE: begin
                            tx_enable <= 0;
                            state <= WAITING;
                        end
                    endcase
                end
                else begin
                    tx_enable <= 0;
                end
            end
        endcase
    end
endmodule
module serial_send(
     input clk,
     input [7:0] data,        
     input start_send,        
     output reg xmit_data,    
     output reg xmit_clk,     
     output reg xmit_done     
     );
    parameter DIVISOR =  868;  
    parameter MARK = 1'b1;
    parameter STOP_BIT = 1'b1;
    parameter START_BIT =1'b0;
    parameter WAIT = 0;
    parameter SEND = 1;
    reg [31:0] count;  
    reg [9:0] data_buffer;
    reg state;
    reg [3:0] sent_bits;
    always @(posedge clk)
    begin
        count <= xmit_clk ? 0 : count+1;
        xmit_clk <= count == DIVISOR-1;
        case (state)
            WAIT: begin
                xmit_done <= 0;
                if (start_send) begin
                    data_buffer <= {STOP_BIT, data, START_BIT};
                    sent_bits <= 0;
                    state <= SEND;
                end
            end
            SEND: begin
                if (sent_bits >= 10) begin
                    state <= WAIT;
                    xmit_done <= 1;
                end
                else if (xmit_clk) begin
                    sent_bits <= sent_bits + 1;
                    data_buffer <= {STOP_BIT, data_buffer[9:1]};
                    xmit_data <= data_buffer[0];
                    xmit_done <= 0;
                end
            end
        endcase
    end
endmodule

===== ./run.sh =====
#!/bin/bash
# OpenROAD 26Q1-2900-gdf79404cd8, Yosys 0.63+post, stock flow scripts
make -C /OpenROAD-flow-scripts/flow DESIGN_CONFIG=/design/flow/config.mk WORK_HOME=/design/flow/orfs finish

==> flow_summary.toml <==
# implementation run metrics
[setup_path]
worstRegToRegCells = 8
worst_setup_path_start_kind = "flip-flop"
cp_max_fo = 26
reg2reg_slack_ns = 1.48
arrival_ns = 3.46
reg2reg_from = "parameter_to_send[0]"
r2r_end = "data_to_send[3]"
cp.required_ns = 4.94
crit_path_end_kind = "flip-flop"
critPathKind = "reg2reg"

[yosys]
synthCells = 531
flop_cell = "dfxtp_1"
async_flop_share_pct = 0
synth.distinct_cells = 72
syn_area_per_cell_sq_um = 8.91
top_cell_area_share_pct = 17.8
ys_ff = 63
ys_cells = 531
yosys-stat-area_sq_mm = 0.00473
yosys.area.top_type = "edfxtp_1"
synth_area_sq_mm = 0.00473
synth_seq_share_pct = 32.6
edf_count = 28
yosysWarnings = 2
area_leaders = "edfxtp_1, dfxtp_1, xnor2_1"

[floorplanning]
fp_util_pct = 51.4
io_pins = 132
coreArea_sq_mm = 0.00920
die_y_um = 99.3
die_w_um = 99.3
rows = 35
chipArea_sq_mm = 0.00985

[clocking]
cts_setup_buffers = 0
path_clk_slew_ns = 0.07
cts.root.buffer_cell = "clkbuf_8"
hold_buffers = 0
clock_sinks = 63
clk_path_buf_depth = 2
htreeDepth = 3
tritoncts = "done"
clkLatencyLatePin_ns = 0.33
cts.repair.resized = 0
cts_buffers = 9

[detailed_routing]
routed_wl_mm = 13.7
drt_iter0_drc = 351
vias = 4605
wl_per_cell_um = 18.4
diodes = 0
routed_via_density = 6.18
firstDrtPassIters = 7
route.detailed.drc = 0
antenna_left = 0

[final_timing]
rsz0062_at_grt = "false"
maxSlewViolCount = 0
period_minus_slack_ns = 3.42
finalHoldViolCount = 0
skew_ns = 0.0121
relSlewSlack_pct = 38.5
setup_viol = 0
postLayoutSetupSlackWorst_ns = 1.48
fin_setup_tns_ns = 0
fmax_ghz = 0.292
fin_crit_sh_pct = 69.8
fin_hold_ws_ns = 0.437
worstMarginPinSlew_ns = 0.900

[grt]
grt_overflow_total = 0
grt_max_degree = 37
antenna_found_initial = 0
grt_use_total_pct = 28.4
grt_pass1_vias = 4365
grt_pass1_wl_mm = 21.5

[power]
vdd_drop_max_mv = 0.230
p_per_area_mw_per_mm2 = 486
leakage_nw = 2.25

[place]
portBuffers = 122
gp_congestion = 0.971
dp_hpwl_mm = 10.6
place_ws_ns = 1.61

[run_status]
status = "complete, no violations"

[cells_and_area]
area_growth_pct = 29.0
drive_above_1_share_pct = 7.26
nFillCells = 767

[run]
tool_warnings = 33
max_cap_viol_count = 0

[worst_hold_path]
hp-start = "sender.data_buffer[0]"
hold_end = "sender.xmit_data"
hp-class = "reg2reg"
hold_depth = 0
==> worst max-delay path, stage by stage, from the launching register on <==
cell and delay (ns):
edfxtp_1 0.56, ha_1 0.44, buf_4 0.29, and2_1 0.21, a21oi_1 0.28, buf_4 0.25, o32ai_1 0.10, a2111oi_0 0.78
a31oi_1 0.20
==> report_power, final <==
| group | switching (W) | internal (W) | total, W |
|---|---|---|---|
| Sequential | 0.000140 | 0.000751 | 0.000891 |
| Clock | 0.000191 | 0.000265 | 0.000455 |
| Combinational | 0.000942 | 0.000677 | 0.00162 |
| Total | 0.00127 | 0.00169 | 0.00296 |
==> per-stage QoR <==
step	cell area [sq um]	power, W	instances	util (%)
floorplan	4750	0.00208	537	-
global placement	5890	0.00249	729	64.0
detailed placement	5890	0.00249	729	64.0
CTS	6100	0.00295	745	66.4
global route	6100	0.00316	745	66.4
finish	6100	0.00296	745	66.4
==> synth_stat cells, drive strengths merged (14+ instances only) <==
cell type and count:
nand4 16, buf 31, nand2 31, xnor2 20, edfxtp 28, nand3 22
nor2 39, dfxtp 35, a31oi 14, and3 21, a222oi 15, clkbuf 19
nor3 17
==> cell type report <==
cell class                      count  area [sq um]  area share, %
Clock inverter                      3          21.3          0.349
Inverter                           12          45.0          0.738
Timing Repair Buffer              131          1290           21.1
Multi-Input combinational cell    412          2870           47.1
Sequential cell                    63          1540           25.3
Tap cell                          111           139           2.28
Clock buffer                       13           195           3.20
==> logic make-up (layout without fill, tap and decap cells) <==
group / Yosys count / in the layout / synth area share (%)
mux: 23 / 23 / 5.16
compound gates: 122 / 122 / 20.3
simple gates: 226 / 226 / 27.8
fa+ha+maj: 8 / 8 / 2.12
flops: 63 / 63 / 32.6
xor+xnor: 26 / 26 / 4.81
other cells: 1 / 7 / 0.0793
buf+inv: 62 / 159 / 7.19
==> worst max-delay path by stage <==
stage,cells after the start,slack (ns),start,to
after CTS,8,1.64,parameter_to_send[0],data_to_send[3]
final,8,1.48,parameter_to_send[0],data_to_send[3]
after global routing,7,1.38,parameter_to_send[0],data_to_send[3]
==> cell usage in the layout (no fill, tap or decap), types with 10 or more instances in the layout <==
cell / netlist / layout
a21oi_1: 13 / 13
a222oi_1: 15 / 15
a22oi_1: 13 / 13
a31oi_1: 14 / 14
and2_1: 10 / 10
and3_1: 20 / 20
and3b_1: 11 / 11
clkbuf_8: 0 / 10
clkdlybuf4s50_1: 0 / 122
dfxtp_1: 35 / 35
edfxtp_1: 28 / 28
inv_1: 12 / 12
mux2_2: 11 / 11
mux2i_1: 12 / 12
nand2_1: 31 / 31
nand3_1: 22 / 22
nand4_1: 15 / 15
nor2_1: 39 / 39
nor3_1: 17 / 17
nor4_1: 13 / 13
o21ai_0: 12 / 12
xnor2_1: 20 / 20
==> sequential cells by signal, indices dropped and copies added, names as in the netlist, 4 cells and up <==
signal              flops
sender.count           32
sender.sent_bits        4
data_to_send            8
parameter_to_send       4
sender.data_buffer      9
==> layer usage <==
metal	track usage, %	part of all wire (%)
met5	0	0
met3	4.65	6.6
met4	6.00	1.6
met1	41.0	43
met2	46.3	48
Power figures rest on the tool's default switching activity, not on a simulated workload.

==> ./config.mk <==
export PLATFORM = sky130hd
export DESIGN_NAME = gesture_detect
export DESIGN_NICKNAME = gesture_detect
export VERILOG_FILES = /design/flow/design.v
export SDC_FILE = /design/flow/constraint.sdc
export NUM_CORES = 4
export LEC_CHECK = 1
export CORE_AREA = 10 10 70 70
export DIE_AREA = 0 0 80 80
==> ./constraint.sdc <==
current_design gesture_detect

set clk_period 1.2
set clk_io_pct 0.2

create_clock -name clk0 -period $clk_period [get_ports {clock}]

set non_clock_inputs [all_inputs -no_clocks]
set_input_delay [expr $clk_period * $clk_io_pct] -clock clk0 $non_clock_inputs
set_output_delay [expr $clk_period * $clk_io_pct] -clock clk0 [all_outputs]
==> ./design.v <==
module gesture_detect(
        input clock,
        input [9:0] touch_h, touch_v,
        input touch, touch_ready,
        output reg is_press, is_release, is_move, is_scroll,
        output reg send_mouse_enable);
    reg last_touch;
    reg [9:0] last_h, last_v;
    always @(posedge clock) begin
        if (touch_ready) begin
            last_touch <= touch;
            last_h <= touch_h;
            last_v <= touch_v;
        end
        if (touch_ready & touch & ~last_touch) begin
            is_press <= 1;
            is_release <= 0;
            is_move <= 1;
            is_scroll <= 0;
            send_mouse_enable <= 1;
        end
        else if (touch_ready & ~touch & last_touch) begin
            is_press <= 0;
            is_release <= 1;
            is_move <= 0;
            is_scroll <= 0;
            send_mouse_enable <= 1;
        end
        else if (touch_ready & touch) begin
            is_press <= 0;
            is_release <= 0;
            is_move <= 1;
            is_scroll <= 0;
            send_mouse_enable <= 1;
        end
        else if (touch_ready & ~touch) begin
            is_press <= 0;
            is_release <= 0;
            is_move <= 0;
            is_scroll <= 0;
            send_mouse_enable <= 1;
        end
        else begin
            send_mouse_enable <= 0;
        end
    end
endmodule
==> ./run.sh <==
#!/bin/bash
# OpenROAD 26Q1-2900-gdf79404cd8, Yosys 0.63+post, stock flow scripts
make -C /OpenROAD-flow-scripts/flow DESIGN_CONFIG=/design/flow/config.mk WORK_HOME=/design/flow/orfs finish
==> flow_metrics.env <==
# flow metrics
export IMPL_cts_tree="built"
export IMPL_route_detailed_drc=0
export IMPL_design_core_area_sq_um=3420
export IMPL_cp_slowest_stage_delay_ns=0.31
export IMPL_fin_crit_ns=1.04
export IMPL_cts_sinks=5
export IMPL_num_rows=21
export IMPL_path_max_fanout=2
export IMPL_grt_pass1_wl_microns=648
export IMPL_drv_cap=0
export IMPL_required_ns=0.96
export IMPL_p_comb_frac=0.081
export IMPL_endpoint_kind="primary output"
export IMPL_fin_crit_sh=0.866
export IMPL_viasPerCell=1.76
export IMPL_ys_cells=16
export IMPL_ys_chip_area_sq_um=164
export IMPL_drive_gt1_frac=0.167
export IMPL_n_antenna_cell=0
export IMPL_cp_num_buf_inv=1
export IMPL_hold_violations=0
export IMPL_cts_root_buf="clkbuf_4"
export IMPL_fp_util=0.0480
export IMPL_grt_setup_unrepaired="no"
export IMPL_grt_max_degree=8
export IMPL_cp_start_kind="register"
export IMPL_seq_area_frac_synth=0.672
export IMPL_cp_depth=1
export IMPL_p_leak_nw=0.112
export IMPL_crit_family="flip-flops"
export IMPL_first_pass_iters=1
export IMPL_switchingPower_mw=0.0925
export IMPL_power_density_nw_per_um2=1460
export IMPL_slew_violations=0
export IMPL_cts_buffer_depth=2
export IMPL_io_buffer_count=6
export IMPL_worst_ep_arrival_time_ns=0.80
export IMPL_cts_hold_buf=0
export IMPL_fin_skew_ns=0.0000689
export IMPL_gp_congestion=0.666
export IMPL_postLayoutCoreUtil=0.0857
export IMPL_grt_pass1_vias=138
export IMPL_io_pins=28
export IMPL_crit_chain="dlygate4sd2_1"
export IMPL_status="finished clean"
export IMPL_drt_iter0_drc=0
export IMPL_ys_flops=5
export IMPL_cts_reportedPaths_clkPinSlew_ns=0.04
export IMPL_fill_cells=411
export IMPL_placed_area_sq_um=270
export IMPL_fin_area_sq_um=293
export IMPL_routedWlPerCell_microns=6.10
export IMPL_rr_worst_depth=2
export IMPL_min_path_cells=1
export IMPL_overflow=0
export IMPL_r2r_start="last_touch"
export IMPL_timing_hold_worst_endpoint="is_press"
export IMPL_clk_latency_ns=0.24
export IMPL_ant_nets=0
export IMPL_holdWs_ns=0.469
export IMPL_power_switching_share=0.217
export IMPL_die_area_sq_um=6400
export IMPL_syn_inst=16
export IMPL_yosys_warnings=1
export IMPL_yosysTopAreaCell="dfxtp_1"
export IMPL_cts_buffers=3
export IMPL_clkPwrFrac=0.468
export IMPL_setup_violations=0
export IMPL_instances_no_fill=70
export IMPL_syn_avg_cell_area_sq_um=10.2
export IMPL_hp_start="last_touch"
export IMPL_slowest_stage="dfxtp_2"
export IMPL_die_h_microns=80
export IMPL_grt_usage=0.0146
export IMPL_hpwl_microns=329
export IMPL_tool_warnings=45
export IMPL_area_growth_pct=78.6
export IMPL_synth_distinct_cells=10
export IMPL_routed_via_count=123
export IMPL_antenna_found_initial=0
export IMPL_layout_setup_ws_ns=0.161
export IMPL_topCellsByArea="dfxtp_1, edfxtp_1, inv_1, o21ai_0, buf_4"
export IMPL_p_int_mw=0.334
export IMPL_fmax_ghz=0.963
export IMPL_totalWireLength_microns=427
export IMPL_final_setup_tns_ns=0
export IMPL_reg2reg_to="is_release"
export IMPL_htreeDepth=1
export IMPL_syn_area_sq_um=164
export IMPL_vdd_drop_max_mv=0.719
export IMPL_finalPower_mw=0.426
export IMPL_postCtsSetupBuffers=0
export IMPL_worstHoldPathType="register to register"
export IMPL_post_place_ws_ns=0.0488
export IMPL_top_area_frac=0.489
export IMPL_rrSetupSlack_ns=0.54
export IMPL_p_seq_frac=0.451
export IMPL_die_w_microns=80
export IMPL_dp_cells=66
export IMPL_path_class="register to primary output"
## state kept, by name (all words and copies together), names as in the netlist
register and flops:
is_move 1, is_press 1, is_release 1, last_touch 1, send_mouse_enable 1
## cells in the mapped netlist, drive strengths merged
cell type  instances
dfxtp              4
inv                3
o21ai              2
buf                1
clkbuf             1
conb               1
edfxtp             1
nand2              1
nand3b             1
o22ai              1
## per-layer routing
layer	vias to the layer above	global-route usage	share of wire
met5	-	0	0
met4	0	0.00176	0
met3	0	0.0205	0.19
met2	10	0.0128	0.29
met1	49	0.0188	0.52
li1	64	-	-
## cell usage in the layout (no fill, tap or decap), types with 2 or more instances in the layout
master	count
clkbuf_4	3
clkdlybuf4s50_1	2
dfxtp_1	3
dlygate4sd2_1	4
inv_1	3
o21ai_0	2
## worst max-delay path by stage
stage | start | end | slack [ns]
finish | is_move | is_move | 0.16
global route | is_press | is_press | 0.11
CTS | is_move | is_move | 0.15
## power groups by stage
stage	Clock, mW	Sequential, mW	Combinational [mW]
final	0.199	0.193	0.0345
after CTS	0.211	0.192	0.0350
after global routing	0.229	0.194	0.0384
## cell families (layout without fill, tap and decap cells)
kind of cell    Yosys count  in the layout  share of synthesized area
other cells               1              1                     0.0229
compound gates            3              3                     0.0993
flops                     5              5                      0.672
simple gates              2              2                     0.0687
buf+inv                   5             13                      0.137
## what timing repair did
action	4_1_cts	5_1_grt
setup endpoints to repair	4	0
gates resized	5	0
hold endpoints to repair	0	0
## final cells by class
| class | count | area, sq um | share of cell area |
|---|---|---|---|
| flip-flops and latches | 5 | 111 | 0.380 |
| multi-input cells | 6 | 31.3 | 0.107 |
| clock buffers | 4 | 26.3 | 0.0897 |
| well taps | 46 | 57.6 | 0.197 |
| inverters | 3 | 11.3 | 0.0385 |
| repair buffers | 6 | 55.1 | 0.188 |
No activity file was given, so power comes from the tool's default toggle rates.
